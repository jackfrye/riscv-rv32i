==> /design/flow/design.v <==
module processor 
(
  input               clk        ,
  input               rst        ,
  output       [31:0] mem_addr   ,
  output logic        mem_wr_en  ,
  output logic [31:0] mem_wr_data,
  input        [31:0] mem_rd_data
);
  logic [31:0] pc;
  logic [4:0]   addr1 ;
  logic [4:0]   addr2 ;
  logic [4:0]   addr3 ;
  logic [31:0]  wdata3;
  logic         wen3  ;
  wire  [31:0]  rd1   ;
  wire  [31:0]  rd2   ;
  assign mem_addr = pc;
  always @(posedge clk)
  begin
    if(rst)
    begin
        pc <= 32'h00000000;
    end
    else 
    begin
      pc <= pc+1;    
    end
  end
  register_file u_reg_file
  (
    .clk    (clk   ),
    .rst    (rst   ), 
    .addr1  (addr1 ),
    .addr2  (addr2 ),
    .addr3  (addr3 ),
    .wdata3 (wdata3),
    .wen3   (wen3  ),
    .rd1    (rd1   ),
    .rd2    (rd2   )
  );
endmodule
module register_file
(
  input          clk   ,
  input          rst   , 
  input  [4:0]   addr1 ,
  input  [4:0]   addr2 ,
  input  [4:0]   addr3 ,
  input  [31:0]  wdata3,
  input          wen3  ,
  output [31:0]  rd1   ,
  output [31:0]  rd2
);
  reg [31:0] regs [31:0];
  assign rd1 = regs[addr1];
  assign rd2 = regs[addr2];
  always @(posedge clk)
  begin
    if(rst)
    begin
      regs[0]  <= 32'h00000000;
      regs[1]  <= 32'h00000000;
      regs[2]  <= 32'h00000000;
      regs[3]  <= 32'h00000000;
      regs[4]  <= 32'h00000000;
      regs[5]  <= 32'h00000000;
      regs[6]  <= 32'h00000000;
      regs[7]  <= 32'h00000000;
      regs[8]  <= 32'h00000000;
      regs[9]  <= 32'h00000000;
      regs[10] <= 32'h00000000;
      regs[11] <= 32'h00000000;
      regs[12] <= 32'h00000000;
      regs[13] <= 32'h00000000;
      regs[14] <= 32'h00000000;
      regs[15] <= 32'h00000000;
      regs[16] <= 32'h00000000;
      regs[17] <= 32'h00000000;
      regs[18] <= 32'h00000000;
      regs[19] <= 32'h00000000;
      regs[20] <= 32'h00000000;
      regs[21] <= 32'h00000000;
      regs[22] <= 32'h00000000;
      regs[23] <= 32'h00000000;
      regs[24] <= 32'h00000000;
      regs[25] <= 32'h00000000;
      regs[26] <= 32'h00000000;
      regs[27] <= 32'h00000000;
      regs[28] <= 32'h00000000;
      regs[29] <= 32'h00000000;
      regs[30] <= 32'h00000000;
      regs[31] <= 32'h00000000;
    end
    else
    begin
      if(wen3)
      begin
        case(addr3)
          5'h01: regs[1] <= wdata3;
          5'h02: regs[2] <= wdata3;
          5'h03: regs[3] <= wdata3;
          5'h04: regs[4] <= wdata3;
          5'h05: regs[5] <= wdata3;
          5'h06: regs[6] <= wdata3;
          5'h07: regs[7] <= wdata3;
          5'h08: regs[8] <= wdata3;
          5'h09: regs[9] <= wdata3;
          5'h0a: regs[10] <= wdata3;
          5'h0b: regs[11] <= wdata3;
          5'h0c: regs[12] <= wdata3;
          5'h0d: regs[13] <= wdata3;
          5'h0e: regs[14] <= wdata3;
          5'h0f: regs[15] <= wdata3;
          5'h10: regs[16] <= wdata3;
          5'h11: regs[17] <= wdata3;
          5'h12: regs[18] <= wdata3;
          5'h13: regs[19] <= wdata3;
          5'h14: regs[20] <= wdata3;
          5'h15: regs[21] <= wdata3;
          5'h16: regs[22] <= wdata3;
          5'h17: regs[23] <= wdata3;
          5'h18: regs[24] <= wdata3;
          5'h19: regs[25] <= wdata3;
          5'h1a: regs[26] <= wdata3;
          5'h1b: regs[27] <= wdata3;
          5'h1c: regs[28] <= wdata3;
          5'h1d: regs[29] <= wdata3;
          5'h1e: regs[30] <= wdata3;
          5'h1f: regs[31] <= wdata3;
          default: regs[0] <= '0;
        endcase
      end
    end
  end
endmodule
==> /design/flow/run.sh <==
#!/bin/bash
# OpenROAD 26Q1-2900-gdf79404cd8, Yosys 0.63+post, stock flow scripts
make -C /OpenROAD-flow-scripts/flow DESIGN_CONFIG=/design/flow/config.mk WORK_HOME=/design/flow/orfs finish
==> /design/flow/config.mk <==
export PLATFORM = sky130hd
export DESIGN_NAME = processor
export DESIGN_NICKNAME = processor
export VERILOG_FILES = /design/flow/design.v
export SDC_FILE = /design/flow/constraint.sdc
export NUM_CORES = 4
export LEC_CHECK = 1
export CORE_UTILIZATION = 30
==> /design/flow/constraint.sdc <==
current_design processor

set clk_period 6.5
set clk_io_pct 0.2

create_clock -name clk0 -period $clk_period [get_ports {clk}]

set non_clock_inputs [all_inputs -no_clocks]
set_input_delay [expr $clk_period * $clk_io_pct] -clock clk0 $non_clock_inputs
set_output_delay [expr $clk_period * $clk_io_pct] -clock clk0 [all_outputs]
==> impl_metrics.env <==
# physical design summary
export IMPL_mapped_cells=203
export IMPL_register_with_the_most_flip_flops="pc"
export IMPL_power_leakage_nw=0.6697
export IMPL_die_width_um=77.54
export IMPL_detailedPlacementHpwl_um=2261
export IMPL_yosys_register_bits=32
export IMPL_critical_path_max_fanout=7
export IMPL_grt_setup_unrepaired="false"
export IMPL_outcome="completed"
export IMPL_route_antenna_diode_count=0
export IMPL_worst_setup_path_start_kind="flop"
export IMPL_powerDensity_nw_per_um2=176.9
export IMPL_fin_worst_skew_ps=2.496
export IMPL_synthArstFlopShare_pct=0
export IMPL_detailedRoute_firstIterationViolations=62
export IMPL_cts_buffer_depth=2
export IMPL_layout_setup_ws_ps=3924
export IMPL_yosysUniqueCellTypes=27
export IMPL_ys_dominant_reg_cell="sky130_fd_sc_hd__dfxtp_1"
export IMPL_count_of_flip_flops_with_a_built_in_enable_after_synthesis=0
export IMPL_area_growth_synth_to_final_pct=20.61
export IMPL_yosysCellCount=203
export IMPL_main_kind_of_combinational_logic_by_area="simple AND/OR/NAND/NOR gates"
export IMPL_reg_largest_list="pc x32"
export IMPL_routed_via_count=1428
export IMPL_crit_path_start="pc[2]$_SDFF_PP0_"
export IMPL_critical_path_cell_chain="clkdlybuf4s50_1"
export IMPL_numPlacedInstances=300
export IMPL_grt_start_max_net_pins=34
export IMPL_number_of_cells_on_the_critical_path=1
export IMPL_yosys_area_share_aoi_pct=11.99
export IMPL_first_global_vias=1188
export IMPL_detailed_place_area_um2=1974
export IMPL_gp_congestion=0.7419
export IMPL_worst_setup_path_type="flop to output pin"
export IMPL_layoutNonFillerInstCount=308
export IMPL_vdd_ir_drop_worst_v=0.0001001
export IMPL_syn_avg_cell_area_um2=8.432
export IMPL_cts_htree_levels=2
export IMPL_place_ws_ps=3945
export IMPL_reg2reg_slack_ps=4230
export IMPL_drive_gt1_share_pct=5.085
export IMPL_mux_area_share_pct=0.6579
export IMPL_path_buffers=1
export IMPL_final_worst_path_period_need_ps=2576
export IMPL_finalMaxSlewViolations=0
export IMPL_finalWirelength_um=3394
export IMPL_min_delay_path_depth=1
export IMPL_fin_crit_sh_pct=39.64
export IMPL_worst_path_largest_cell_delay_ps=520
export IMPL_cts_tree="built"
export IMPL_post_cts_setup_repair_buffer_count=0
export IMPL_worstSkewPairLatency_ps=280
export IMPL_grt_pass1_wl_um=5582
export IMPL_globalRouteOverflowTotal=0
export IMPL_io_pins=99
export IMPL_worst_ep_required_time_ps=5200
export IMPL_cp_end_kind="output pin"
export IMPL_crit_path_end="mem_addr[2]"
export IMPL_dieArea_um2=6012
export IMPL_cts_buffers_inserted=5
export IMPL_port_buffer_count=33
export IMPL_synth_area_yosys_um2=1712
export IMPL_final_antenna_net_count=0
export IMPL_master_of_the_slowest_instance_on_the_critical_path="sky130_fd_sc_hd__clkdlybuf4s50_1"
export IMPL_min_path_type="flop to flop"
export IMPL_yosys_area_share_xor_xnor_pct=5.629
export IMPL_yosys_stat_seqShare_pct=37.43
export IMPL_clock_tree_root_cell="sky130_fd_sc_hd__clkbuf_8"
export IMPL_cp_arrival_ps=1280
export IMPL_cts_repair_resize_count=0
export IMPL_fp_util_pct=31.08
export IMPL_reg2regPathDepth=4
export IMPL_warning_total_across_the_stage_logs=57
export IMPL_regToRegStartpoint="pc[12]$_SDFF_PP0_"
export IMPL_netlist_area_um2=1712
export IMPL_synthesis_yosys_warnings=36
export IMPL_largest_register_ffs=32
export IMPL_drt_vias_per_instance=4.636
export IMPL_max_cap_violations=0
export IMPL_cts_hold_buf=0
export IMPL_clk_pin_slew_ps=60
export IMPL_simple_gate_share_pct=25.58
export IMPL_rows=27
export IMPL_report_final_setup_viol=0
export IMPL_drcViolationCount=0
export IMPL_route_detailed_wl_per_inst_um=11.02
export IMPL_crit_reg2reg_capture="pc[26]$_SDFF_PP0_"
export IMPL_maxClockFrequency_mhz=388.1
export IMPL_chipHeight_um=77.54
export IMPL_clock_sinks=32
export IMPL_number_of_antenna_violations_at_the_first_check_in_global_routing=0
export IMPL_synthAdderAreaFrac_pct=0.7310
export IMPL_design_core_area_um2=5507
export IMPL_post_route_cell_area_um2=2064
export IMPL_worst_path_dominant_cell_family="buffers and inverters"
export IMPL_timing_final_hold_violations=0
export IMPL_gr_usage_all_layers_pct=11.37
export IMPL_drt_first_pass_iters=2
export IMPL_final_setup_tns_ps=0
export IMPL_final_core_utilization_pct=37.49
cell usage in the layout, fill, tap and decap left out:
| cell type | Yosys | final |
|---|---|---|
| sky130_fd_sc_hd__nand4_1 | 7 | 7 |
| sky130_fd_sc_hd__clkdlybuf4s50_1 | 0 | 33 |
| sky130_fd_sc_hd__nor4_1 | 3 | 3 |
| sky130_fd_sc_hd__dfxtp_1 | 32 | 32 |
| sky130_fd_sc_hd__inv_1 | 5 | 5 |
| sky130_fd_sc_hd__o31ai_1 | 10 | 10 |
| sky130_fd_sc_hd__or4_1 | 11 | 11 |
| sky130_fd_sc_hd__nor3_1 | 3 | 3 |
| sky130_fd_sc_hd__nor2_1 | 13 | 13 |
| sky130_fd_sc_hd__conb_1 | 1 | 33 |
| sky130_fd_sc_hd__mux2_2 | 1 | 1 |
| sky130_fd_sc_hd__xor2_1 | 4 | 4 |
| sky130_fd_sc_hd__and3_1 | 1 | 1 |
| sky130_fd_sc_hd__nand2_1 | 10 | 10 |
| sky130_fd_sc_hd__clkbuf_1 | 7 | 2 |
| sky130_fd_sc_hd__nand3_2 | 1 | 1 |
| sky130_fd_sc_hd__o21ai_0 | 8 | 8 |
| sky130_fd_sc_hd__nand4_2 | 1 | 1 |
| sky130_fd_sc_hd__or3_1 | 9 | 9 |
| sky130_fd_sc_hd__ha_1 | 1 | 1 |
| sky130_fd_sc_hd__or4_4 | 2 | 2 |
| sky130_fd_sc_hd__clkbuf_8 | 0 | 6 |
| sky130_fd_sc_hd__nand3_1 | 9 | 9 |
| sky130_fd_sc_hd__and4_1 | 3 | 3 |
| sky130_fd_sc_hd__xnor2_1 | 7 | 7 |
| sky130_fd_sc_hd__nor2b_1 | 2 | 2 |
| sky130_fd_sc_hd__a21oi_1 | 18 | 18 |
| sky130_fd_sc_hd__buf_4 | 33 | 1 |
stage by stage:
step                total power, mW  hold WS (ps)
floorplan                    0.2224         429.7
global placement             0.2149         467.1
detailed placement           0.2146         464.2
CTS                          0.3716         482.3
global route                 0.3799         505.3
finish                       0.3653         478.1
how the worst min path moves through the flow:
stage	slack [ps]	start	to
after global routing	510	pc[0]$_SDFF_PP0_	pc[0]$_SDFF_PP0_
final	480	pc[0]$_SDFF_PP0_	pc[0]$_SDFF_PP0_
after CTS	480	pc[0]$_SDFF_PP0_	pc[0]$_SDFF_PP0_
cells in the mapped netlist, drive strengths merged, types with 7 or more instances:
cell type,n,area (um2)
xnor2,7,61.31
nand2,10,37.54
nor2,13,48.80
or4,13,105.1
o31ai,10,75.07
nand4,8,56.30
clkbuf,7,26.28
buf,34,259.0
a21oi,18,90.09
or3,9,56.30
nand3,10,55.05
o21ai,8,40.04
dfxtp,32,640.6
cell families (layout without fill, tap and decap cells):
logic type	count (synthesis)	in the layout
buf+inv	46	47
mux	1	1
fa+ha+maj	1	1
xor+xnor	11	11
flops	32	32
other cells	1	33
compound gates	36	36
simple gates	75	75
final cells by class:
cell class | instances | area (um2)
repair buffers | 34 | 337.8
inverters | 5 | 18.77
flip-flops and latches | 32 | 640.6
fillers | 574 | 3442
clock buffers | 8 | 90.09
well taps | 72 | 90.09
multi-input cells | 157 | 887.1
where the power goes:
part           internal (mW)  switching, mW
clock network         0.0863         0.0688
registers              0.198        0.00215
logic                0.00489        0.00544
per-layer routing:
metal | part of all wire, % | up-vias | global-route usage, % | wire length [um]
li1 | - | 730 | - | -
met2 | 44 | 42 | 17.96 | 1500
met1 | 49 | 652 | 16.63 | 1668
met4 | 0.85 | 0 | 1.321 | 29
met3 | 5.8 | 4 | 2.509 | 197
met5 | 0 | - | 0 | 0
Power and IR drop assume default switching activity.
